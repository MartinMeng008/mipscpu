==> flow/design.v <==
`timescale 1ns / 1ps
module ALU #(parameter N=32) (
    input wire [N-1:0] A, B,
    output wire [N-1:0] R,
    input wire [4:0] ALUfn,
    output wire FlagZ
    );
    wire FlagN, FlagC, FlagV;
    wire subtract, bool1, bool0, shft, math;
    assign {subtract, bool1, bool0, shft, math} = ALUfn[4:0];        
    wire [N-1:0] addsubResult, shiftResult, logicalResult;           
    wire comparatorResult;
    addsub #(N) AS(A, B, subtract, addsubResult, FlagN, FlagC, FlagV);
    shifter #(N) S(B, A[$clog2(N)-1:0], ~bool1, ~bool0, shiftResult);
    logical #(N) L(A, B, {bool1, bool0}, logicalResult);
    comparator C(FlagN, FlagV, FlagC, bool0, comparatorResult);
    assign R = (~shft & math) ? addsubResult :                       
               (shft & ~math) ? shiftResult :
               (~shft & ~math) ? logicalResult : {{(N-1){1'b0}}, comparatorResult};
    assign FlagZ = ~|R;                                                 
endmodule
`timescale 1ns / 1ps
module adder #(parameter N=32) (
    input wire [N-1:0] A, B,
    input wire Cin,
    output wire [N-1:0] Sum,
    output wire FlagN, FlagC, FlagV
    );
    wire [N:0] carry;
    wire carry0;
    wire carry1;
    wire carry2;
    wire carry3;
    wire carry4;
    wire carry5;
    wire carry6;
    wire carry7;
    wire carry8;
    wire carry9;
    wire carry10;
    wire carry11;
    wire carry12;
    wire carry13;
    wire carry14;
    wire carry15;
    wire carry16;
    wire carry17;
    wire carry18;
    wire carry19;
    wire carry20;
    wire carry21;
    wire carry22;
    wire carry23;
    wire carry24;
    wire carry25;
    wire carry26;
    wire carry27;
    wire carry28;
    wire carry29;
    wire carry30;
    wire carry31;
    wire carry32;
    assign carry0 = Cin;
    assign FlagN = Sum[N-1];
    assign FlagC = carry[N];
    assign FlagV = carry[N] ^ carry[N-1];
    fulladder a0 (A[0], B[0], carry0, Sum[0], carry1);
    fulladder a1 (A[1], B[1], carry1, Sum[1], carry2);
    fulladder a2 (A[2], B[2], carry2, Sum[2], carry3);
    fulladder a3 (A[3], B[3], carry3, Sum[3], carry4);
    fulladder a4 (A[4], B[4], carry4, Sum[4], carry5);
    fulladder a5 (A[5], B[5], carry5, Sum[5], carry6);
    fulladder a6 (A[6], B[6], carry6, Sum[6], carry7);
    fulladder a7 (A[7], B[7], carry7, Sum[7], carry8);
    fulladder a8 (A[8], B[8], carry8, Sum[8], carry9);
    fulladder a9 (A[9], B[9], carry9, Sum[9], carry10);
    fulladder a10 (A[10], B[10], carry10, Sum[10], carry11);
    fulladder a11 (A[11], B[11], carry11, Sum[11], carry12);
    fulladder a12 (A[12], B[12], carry12, Sum[12], carry13);
    fulladder a13 (A[13], B[13], carry13, Sum[13], carry14);
    fulladder a14 (A[14], B[14], carry14, Sum[14], carry15);
    fulladder a15 (A[15], B[15], carry15, Sum[15], carry16);
    fulladder a16 (A[16], B[16], carry16, Sum[16], carry17);
    fulladder a17 (A[17], B[17], carry17, Sum[17], carry18);
    fulladder a18 (A[18], B[18], carry18, Sum[18], carry19);
    fulladder a19 (A[19], B[19], carry19, Sum[19], carry20);
    fulladder a20 (A[20], B[20], carry20, Sum[20], carry21);
    fulladder a21 (A[21], B[21], carry21, Sum[21], carry22);
    fulladder a22 (A[22], B[22], carry22, Sum[22], carry23);
    fulladder a23 (A[23], B[23], carry23, Sum[23], carry24);
    fulladder a24 (A[24], B[24], carry24, Sum[24], carry25);
    fulladder a25 (A[25], B[25], carry25, Sum[25], carry26);
    fulladder a26 (A[26], B[26], carry26, Sum[26], carry27);
    fulladder a27 (A[27], B[27], carry27, Sum[27], carry28);
    fulladder a28 (A[28], B[28], carry28, Sum[28], carry29);
    fulladder a29 (A[29], B[29], carry29, Sum[29], carry30);
    fulladder a30 (A[30], B[30], carry30, Sum[30], carry31);
    fulladder a31 (A[31], B[31], carry31, Sum[31], carry32);
    assign carry[32:0] = {carry32, carry31, carry30, carry29, carry28, carry27, carry26, carry25, carry24, carry23, carry22, carry21, carry20, carry19, carry18, carry17, carry16, carry15, carry14, carry13, carry12, carry11, carry10, carry9, carry8, carry7, carry6, carry5, carry4, carry3, carry2, carry1, carry0};
endmodule
`timescale 1ns / 1ps
module addsub #(parameter N=32) (
    input wire [N-1:0] A, B,
    input wire Subtract,
    output wire [N-1:0] Result,
    output wire FlagN, FlagC, FlagV
    );
    wire [N-1:0] ToBornottoB = {N{Subtract}} ^ B;
    adder #(N) add(A, ToBornottoB, Subtract, Result, FlagN, FlagC, FlagV);
endmodule
`timescale 1ns / 1ps
module comparator(
    input wire FlagN, FlagV, FlagC, bool0,
    output wire comparison
    );
    assign comparison = (bool0 == 1) ? (~FlagC) : (FlagN ^ FlagV);
endmodule
`timescale 1ns / 1ps
`default_nettype none
module datapath #(
    parameter Nreg = 32,
    parameter Dbits = 16
)(
    input wire clk,
    input wire reset,
    input wire enable,
    input wire [31:0] instr,
    input wire [1:0] pcsel,
    input wire [1:0] wasel,
    input wire sext,
    input wire bsel,
    input wire [1:0] wdsel,
    input wire [4:0] alufn,
    input wire werf,
    input wire [1:0] asel,
    input wire [31:0] mem_readdata,
    output logic [31:0] pc = 32'h00400000,
    output wire Z,
    output wire [31 : 0] mem_addr,
    output wire [31:0] mem_writedata
    );
    wire [31:0] JT;
    wire [25:0] J;
    wire [31:0] BT;
    wire [31:0] pcPlus4;
    wire [4:0] Rd, Rt, Rs;
    wire [$clog2(Nreg)-1 : 0] reg_writeaddr;
    wire [Dbits-1:0] reg_writedata;
    wire [Dbits-1:0] ReadData1, ReadData2, alu_result;
    wire [15:0] Imm;
    wire [31:0] signImm;
    wire [Dbits-1:0] aluA, aluB;
    wire [4:0] shamt;
    wire [31:0] newPC; 
    assign newPC = (pcsel == 2'b00) ? pcPlus4:
                   (pcsel == 2'b01) ? BT:
                   (pcsel == 2'b10) ? {pc[31:28], J[25:0], 2'b00}:
                    JT;  
    assign J = instr[25:0];
    assign pcPlus4 = pc + 4;
    assign Rd = instr[15:11];
    assign Rt = instr[20:16];
    assign Rs = instr[25:21];
    assign reg_writeaddr = (wasel == 2'b00) ? Rd:
                           (wasel == 2'b01) ? Rt:
                           (wasel == 2'b10) ? 5'b 11111 :  
                           5'b xxxxx;
    assign Imm = instr[15:0];
    assign signImm = sext ? {{16{Imm[15]}}, Imm} : {{16{1'b0}}, Imm};
    assign JT = ReadData1;
    assign BT = pcPlus4 + (signImm << 2);
    assign shamt[4:0] = instr[10:6];
    assign aluA = (asel == 2'b00) ? ReadData1:
                  (asel == 2'b01) ? {27'b0, shamt}:
                   32'b 0000_0001_0000;  
    assign aluB = bsel ? signImm : ReadData2;
    assign mem_addr = alu_result;
    assign reg_writedata = (wdsel == 2'b00) ? pcPlus4:
                           (wdsel == 2'b01) ? alu_result:
                           (wdsel == 2'b10) ? mem_readdata:
                            32'bx;
    assign mem_writedata = ReadData2;
    always_ff@(posedge clk)
        pc <= reset ? 32'h00400000:
                (~enable) ? pc:  
                    newPC;
    register_file #(.Nloc(Nreg), .Dbits(Dbits)) RF (
        .clock(clk), 
        .wr(werf), 
        .ReadAddr1(Rs), 
        .ReadAddr2(Rt),
        .WriteAddr(reg_writeaddr),
        .WriteData(reg_writedata),
        .ReadData1(ReadData1),
        .ReadData2(ReadData2)
    );
    ALU #(.N(Dbits)) ALU (
        .A(aluA),
        .B(aluB),
        .R(alu_result),
        .ALUfn(alufn),
        .FlagZ(Z)
    );
endmodule
`timescale 1ns / 1ps
module fulladder(
    input wire A,
    input wire B,
    input wire Cin,
    output wire Sum,
    output wire Cout
    );
    wire t1, t2, t3;
    xor x1(t1, A, B);
    xor x2(Sum, Cin, t1);
    and a1(t2, t1, Cin);
    and a2(t3, A, B);
    or o1(Cout, t2, t3);
endmodule
`timescale 1ns / 1ps
module logical #(parameter N=32) (
    input wire [N-1:0] A, B,
    input wire [1:0] op,
    output wire [N-1:0] R
    );
    assign R =      (op == 2'b00) ? (A & B) :
                    (op == 2'b01) ? (A | B) :
                    (op == 2'b10) ? (A ^ B) :
                    (op == 2'b11) ? ((A ~^ B) - (A & B)) : {N{1'b1}};
endmodule
`timescale 1ns / 1ps
`default_nettype none
module register_file #(
   parameter Nloc = 32,                       
   parameter Dbits = 32                       
)(
   input wire clock,
   input wire wr,                             
   input wire [$clog2(Nloc)-1 : 0] ReadAddr1, ReadAddr2, WriteAddr, 	
   input wire [Dbits-1 : 0] WriteData,        
   output wire [Dbits-1 : 0] ReadData1, ReadData2
   );
   logic [Dbits-1 : 0] rf [Nloc-1 : 0];       
   always_ff @(posedge clock)                 
      if(wr)
         rf[WriteAddr] <= WriteData;
   assign ReadData1 = (ReadAddr1 == 0) ? 0 : rf[ReadAddr1];      
   assign ReadData2 = (ReadAddr2 == 0) ? 0 : rf[ReadAddr2];      
endmodule
`timescale 1ns / 1ps
module shifter #(parameter N=32) (
    input wire signed [N-1:0] IN,
    input wire [$clog2(N)-1:0] shamt,        
    input wire left, logical,
    output wire [N-1:0] OUT
    );
    assign OUT = left ? (IN << shamt) :
                    (logical ? IN >> shamt : IN >>> shamt);
endmodule
==> flow/run.sh <==
#!/bin/bash
# OpenROAD 26Q1-2900-gdf79404cd8, Yosys 0.63+post, stock flow scripts
make -C /OpenROAD-flow-scripts/flow DESIGN_CONFIG=/design/flow/config.mk WORK_HOME=/design/flow/orfs finish
==> flow/config.mk <==
export PLATFORM = sky130hd
export DESIGN_NAME = datapath
export DESIGN_NICKNAME = datapath
export VERILOG_FILES = /design/flow/design.v
export SDC_FILE = /design/flow/constraint.sdc
export NUM_CORES = 4
export LEC_CHECK = 1
export CORE_UTILIZATION = 50
export SYNTH_HDL_FRONTEND = slang
==> flow/constraint.sdc <==
current_design datapath

set clk_period 27.4
set clk_io_pct 0.2

create_clock -name clk0 -period $clk_period [get_ports {clk}]

set non_clock_inputs [all_inputs -no_clocks]
set_input_delay [expr $clk_period * $clk_io_pct] -clock clk0 $non_clock_inputs
set_output_delay [expr $clk_period * $clk_io_pct] -clock clk0 [all_outputs]
==> impl_metrics.toml <==
# yosys + openroad results
[floorplanning]
die-area_um2 = 66360
die_h_um = 257.6
core_um2 = 64460
ios = 180
row_count = 93
die_w_um = 257.6
fp_util = 0.5068

[global_routing]
grt-ovfl-total = 0
antenna_found_initial = 1
grt_pass1_vias = 23130
grt_use_total = 0.3548
grtUsageMet2 = 0.5024
use_met1 = 0.4688
grt_pass1_wl_mm = 154.4
grt_util_met3 = 0.2315
grt_busiest_layer = "met2"
grt_max_degree = 63

[synthesis]
ys_sh_adder = 0.04029
xor_share = 0.01903
ys.flops = 544
async_flop_share = 0
yosys.area_share.aoi = 0.1003
edf_count = 512
synthCells = 2379
ys_area_um2 = 32670
ys_cells = 2379
postSynthSeqShare = 0.4902
synth.logic.top_family = "multiplexers"
ys.flop_type = "edfxtp_1"
synth.distinct_cells = 99
yosys.area_share.simple = 0.07323
mux_area_frac = 0.2344
netlist_area_um2 = 32670
synth_area_per_cell_um2 = 13.73
yosys_warnings = 0

[flow_run]
maxCapViolCount = 0
warning_count = 80

[worst_setup_path]
cp.required_ps = 21920
critPathBufInv = 8
cp-start-kind = "input pin"
crit_slowest_cell = "buf_4"
crit_fanout = 38
max_stage_delay_ps = 640
crit_path_frequent_cell = "fa_1"
path_class = "in -> out"
worstPathArrival_ps = 17610
rrSetupSlack_ps = 16530
r2r_end = "RF.rf[8][0]$_DFFE_PP_"
ff2ff_path_depth = 33
r2r_start = "RF.rf[8][1]$_DFFE_PP_"
cp-end-kind = "output port"
cp_top_family = "adder cells"

[timing]
slew_violations = 0
finalClockPeriodUsage = 0.8428
layout_min_cycle_time_ps = 23090
setup_viol = 0
fmaxAchievable_ghz = 0.04330
setup_tns_ps = 0
skew_ps = 19.72
tightest_slew_ps = 1046
maxSlewHeadroom = 0.2848
rsz0062_at_grt = "false"
hold_viol = 0

[routing]
viasPerCell = 6.518
firstDrtPassIters = 5
detail_route.wl_per_cell_um = 31.14
vias = 22230
routed_wl_mm = 106.2
post-route-drc-count = 0
ant_nets = 0
drt_iter0_markers = 1482

[pwr]
power.total_mw = 2.118
ir_drop_mv = 0.04988
power_density_nw_per_um2 = 57.65
p_leak_nw = 12.99

[clock_tree]
cts_hold_buffers = 0
cts.reportedPaths.clkPinSlew_ps = 60
cts-resized-gates = 0
numCtsBuffers = 57
htreeDepth = 2
cts.sinks = 544
insertion_delay_ps = 620
postCtsSetupRepairBufs = 0
clockBufferDepth = 3
cts_tree = "done"
cts-root-buf = "clkbuf_16"

[cells_and_area]
seqCellArea_um2 = 16020
layout_top_cells = "edfxtp_1 (512), mux4_2 (240), mux2i_1 (175), nand2_1 (147), nor2_1 (134)"
comb_area_um2 = 15530
layout.cells.most_common = "edfxtp_1"
fillCellCount = 5069
stdcell_count = 3410
drive_gt1_frac = 0.2146
syn2layout_area_growth_pct = 12.48
final_cell_area_um2 = 36750

[placement]
dp_cells = 3303
port_buffers = 125
gp_congestion = 0.9690
place_area_um2 = 34930
hpwl_mm = 72.46

[hold_path]
min_path_cells = 2
min_to = "pc[23]$_SDFFE_PP0P_"
worstHoldStart = "pc[23]$_SDFFE_PP0P_"
hold_path_class = "reg -> reg"

[run_status]
status = "finished clean"
## metal layers
| layer | vias to the layer above | wire length (um) |
|---|---|---|
| li1 | 9693 | - |
| met1 | 10960 | 36740 |
| met2 | 1353 | 47960 |
| met3 | 212 | 17220 |
| met4 | 4 | 4052 |
| met5 | - | 217 |
## stage by stage
stage / util / hold slack (ps) / setup WS, ps
6_report: 0.5700 / 529.4 / 4308
5_1_grt: 0.5700 / 547.8 / 3631
4_1_cts: 0.5700 / 523.4 / 4253
3_5_place_dp: 0.5418 / 510.6 / 4247
3_3_place_gp: 0.5418 / 508.8 / 4251
2_1_floorplan: - / 456.2 / 6684
## flip-flops by register name, summed over array words and instances, names as in the netlist
| register | cells |
|---|---|
| pc | 32 |
| RF.rf | 512 |
## logic make-up after synthesis
| family | count (synthesis) |
|---|---|
| DFF | 544 |
| and+or+nand+nor | 509 |
| AOI/OAI and AO/OA | 446 |
| muxes | 442 |
| buffers and inverters | 271 |
| adders and majority gates | 95 |
| xor gates and xnor gates | 71 |
| other | 1 |
## cell type report
| type | count | share of cell area |
|---|---|---|
| sequential | 544 | 0.4359 |
| inverter | 78 | 0.007968 |
| multi-input combinational | 1595 | 0.4225 |
| tap | 855 | 0.02911 |
| timing repair buffer | 231 | 0.05503 |
| clock inverter | 38 | 0.008921 |
| clock buffer | 68 | 0.04052 |
| antenna | 1 | 0.00006810 |
## worst max-delay path by stage
stage	start	endpoint	cells after the start
finish	instr[21]	Z	38
global route	instr[21]	Z	38
CTS	instr[21]	Z	38
## worst reg2reg max path, delay by kind of cell, from the launching register on
kind | cells | cell delay, ps
compound gates | 9 | 2080
xor+xnor | 1 | 260
fa+ha+maj | 15 | 6270
buf+inv | 4 | 480
flops | 1 | 400
mux | 3 | 920
simple gates | 1 | 150
## where the power goes
group          leakage, nW  internal (mW)  switching (mW)  total [mW]
Combinational         7.20          0.167           0.254       0.422
Sequential            4.92          0.938         0.00908       0.947
Clock                0.870          0.426           0.324       0.750
## cell usage after synthesis (all sizes together), types with 12 or more instances
master | instances | area share
buf | 110 | 0.024
o22a | 12 | 0.0032
xor2 | 12 | 0.0032
nor2 | 168 | 0.019
nand3 | 36 | 0.0057
nand2b | 18 | 0.0034
or3 | 13 | 0.0025
ha | 78 | 0.030
xnor2 | 59 | 0.016
o211ai | 24 | 0.0060
a21o | 29 | 0.0067
mux2i | 180 | 0.056
o21ai | 66 | 0.011
mux4 | 251 | 0.17
inv | 75 | 0.0086
nor3 | 34 | 0.0059
a22o | 16 | 0.0043
fa | 17 | 0.010
o22ai | 19 | 0.0036
dfxtp | 32 | 0.020
nand4 | 18 | 0.0034
a22oi | 44 | 0.010
nand2 | 147 | 0.017
nor2b | 23 | 0.0044
clkbuf | 83 | 0.0097
edfxtp | 512 | 0.47
and3 | 17 | 0.0033
o221ai | 18 | 0.0050
a211oi | 24 | 0.0055
a21oi | 82 | 0.013
a31oi | 13 | 0.0025
Power figures rest on the tool's default switching activity, not on a simulated workload.
